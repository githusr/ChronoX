<file path="flow/constraint.sdc">
current_design top

set clk_period 7.6
set clk_io_pct 0.2

create_clock -name clk0 -period $clk_period [get_ports {clk}]

set non_clock_inputs [all_inputs -no_clocks]
set_input_delay [expr $clk_period * $clk_io_pct] -clock clk0 $non_clock_inputs
set_output_delay [expr $clk_period * $clk_io_pct] -clock clk0 [all_outputs]
</file>
<file path="flow/design.v">
module blink(
    input clk, rst, en,
    output reg led
);
    localparam CNT_MAX = 26'd49_999_999;  
    reg [25:0] cnt;
    always @(posedge clk or negedge rst) begin
        if (!rst) begin
            cnt <= 26'd0;
            led <= 1'b0;
        end else if (en) begin
            if (cnt == (CNT_MAX >> 1'b1)) begin
                cnt <= 26'd0;
                led <= ~led;
            end else begin
                cnt <= cnt + 1'b1;
            end
        end else begin
            cnt <= 26'd0;
            led <= 1'b0;
        end
    end
endmodule
module buzz(
    input clk, rst, en,
    output buz
);
    localparam CNT_MAX = 16'd39_999;  
    reg [15:0] cnt;
    always @(posedge clk or negedge rst) begin
        if (!rst) begin
            cnt <= 16'd0;
        end else if (en) begin
            cnt <= (cnt == CNT_MAX) ? 16'd0 : (cnt + 1'b1);
        end else begin
            cnt <= 16'd0;
        end
    end
    assign buz = (cnt <= (CNT_MAX >> 1'b1)) ? 1'b0 : 1'b1;  
endmodule
module clock (
    input clk, rst,
    input [2:0] key_val,
    output reg [20:0] data,
    output reg [2:0] led
);
    localparam  S1 = 3'd1,
                S2 = 3'd2,
                S3 = 3'd3,
                S4 = 3'd4;
    localparam  RUNNING = 1'b0,
                SETTING = 1'b1;
    reg current_state, next_state;
    always @(posedge clk or negedge rst) begin
        if (!rst) begin
            current_state <= RUNNING;
        end else begin
            current_state <= next_state;
        end
    end
    always @(*) begin
        next_state = current_state;
        case (current_state)
            RUNNING: begin
                if (key_val == S2) begin
                    next_state = SETTING;
                end else begin
                    next_state = RUNNING;
                end
            end
            SETTING: begin
                if (key_val == S4) begin
                    next_state = RUNNING;
                end else begin
                    next_state = SETTING;
                end
            end
            default: begin ; end
        endcase
    end
    reg [25:0] cnt;
    localparam CNT_MAX = 26'd49_999_999;  
    reg [1:0] choice;
    localparam  SEC     = 2'b00,
                MIN     = 2'b01,
                HOUR    = 2'b11;
    always @(posedge clk or negedge rst) begin
        if (!rst) begin
            data <= 21'd0;
            cnt <= 26'd0;
        end else begin
            case (current_state)
                RUNNING: begin
                    if (cnt == CNT_MAX) begin
                        cnt <= 26'd0;
                        if (data[5:0] == 6'd59) begin
                            data[5:0] <= 6'd0;
                            if (data[12:7] == 6'd59) begin
                                data[12:7] <= 6'd0;
                                if (data[18:14] == 5'd23) begin
                                    data <= 21'd0;
                                end else begin
                                    data[18:14] <= data[18:14] + 1'b1;
                                end
                            end else begin
                                data[12:7] <= data[12:7] + 1'b1;
                            end
                        end else begin
                            data[5:0] <= data[5:0] + 1'b1;
                        end
                    end else begin
                        cnt <= cnt + 1'b1;
                    end
                end
                SETTING: begin
                    cnt <= 26'd0;
                    if (key_val == S3) begin
                        case (choice)
                            SEC: begin
                                data[5:0] <= (data[5:0] == 6'd59) ? 6'd0 : (data[5:0] + 1'b1);
                            end
                            MIN: begin
                                data[12:7] <= (data[12:7] == 6'd59) ? 6'd0 : (data[12:7] + 1'b1);
                            end
                            HOUR: begin
                                data[18:14] <= (data[18:14] == 5'd23) ? 5'd0 : (data[18:14] + 1'b1);
                            end
                            default: begin ; end
                        endcase
                    end
                end
                default: begin ; end
            endcase
        end
    end
    always @(posedge clk or negedge rst) begin
        if (!rst) begin
            choice <= SEC;
        end else begin
            case (current_state)
                RUNNING: begin
                    choice <= SEC;
                end
                SETTING: begin
                    if (key_val == S2) begin
                        case (choice)
                            SEC: begin choice <= MIN; end
                            MIN: begin choice <= HOUR; end
                            HOUR: begin choice <= SEC; end
                            default: begin ; end
                        endcase
                    end
                end
                default: begin ; end
            endcase
        end
    end
    always @(*) begin
        led = 3'b111;
        case (current_state)
            RUNNING: begin
                led = 3'b111;
            end
            SETTING: begin
                case (choice)
                    SEC: begin led = 3'b110; end
                    MIN: begin led = 3'b101; end
                    HOUR: begin led = 3'b011; end
                    default: begin ; end
                endcase
            end
            default: begin ; end
        endcase
    end
endmodule
module key(
    input clk, rst,
    input [3:0] key_in,
    output reg [2:0] key_val
);
    localparam CNT_MAX = 19'd499_999;
    reg [18:0] cnt;
    always @(posedge clk or negedge rst) begin
        if (!rst) begin
            cnt <= 19'd0;
        end else begin
            if (key_in[0] && key_in[1] && key_in[2] && key_in[3]) begin
                cnt <= 19'd0;
            end else begin
                cnt <= (cnt == CNT_MAX) ? cnt : (cnt + 1'b1);
            end
        end
    end
    always @(posedge clk or negedge rst) begin
        if (!rst) begin
            key_val <= 3'd0;
        end else if (cnt == CNT_MAX - 1'b1) begin
            if (~key_in[0]) begin
                key_val <= 3'd1;
            end else if (~key_in[1]) begin
                key_val <= 3'd2;
            end else if (~key_in[2]) begin
                key_val <= 3'd3;
            end else if (~key_in[3]) begin
                key_val <= 3'd4;
            end
        end else begin
            key_val <= 3'd0;
        end
    end
endmodule
module seg(
    input clk, rst,
    input [20:0] data,
    output reg [6:0] seg,
    output reg [7:0] sel
);
    localparam  CNT_MAX = 16'd49_999;
    localparam  DIGIT0 = 7'b100_0000,
                DIGIT1 = 7'b111_1001,
                DIGIT2 = 7'b010_0100,
                DIGIT3 = 7'b011_0000,
                DIGIT4 = 7'b001_1001,
                DIGIT5 = 7'b001_0010,
                DIGIT6 = 7'b000_0010,
                DIGIT7 = 7'b111_1000,
                DIGIT8 = 7'b000_0000,
                DIGIT9 = 7'b001_0000,
                DASH   = 7'b011_1111;
    reg [15:0] cnt;
    reg [2:0] idx;
    always @(posedge clk or negedge rst) begin
        if (!rst) begin
            cnt <= 16'd0;
            idx <= 3'd0;
            sel <= 8'b1111_1111;
        end else begin
            sel <= ~(1'b1 << idx);
            if (cnt == CNT_MAX) begin  
                cnt <= 16'd0;
                idx <= (idx == 3'd7) ? 3'd0 : (idx + 1'b1);  
            end else begin
                cnt <= cnt + 1'b1;
            end
        end
    end
    reg [6:0] digit;
    always @(*) begin
        case (idx)
            3'd0: digit = data[6:0] % 4'd10;
            3'd1: digit = data[6:0] / 4'd10;
            3'd2: digit = 4'd10;
            3'd3: digit = data[13:7] % 4'd10;
            3'd4: digit = data[13:7] / 4'd10;
            3'd5: digit = 4'd10;
            3'd6: digit = data[20:14] % 4'd10;
            3'd7: digit = data[20:14] / 4'd10;
            default: ;
        endcase
        case (digit)
            4'd0: seg = DIGIT0;
            4'd1: seg = DIGIT1;
            4'd2: seg = DIGIT2;
            4'd3: seg = DIGIT3;
            4'd4: seg = DIGIT4;
            4'd5: seg = DIGIT5;
            4'd6: seg = DIGIT6;
            4'd7: seg = DIGIT7;
            4'd8: seg = DIGIT8;
            4'd9: seg = DIGIT9;
            4'd10: seg = DASH;
            default: seg = 7'dx;
        endcase
    end
endmodule
module stopwatch (
    input clk, rst,
    input [2:0] key_val,
    output reg [20:0] data
);
    localparam  S1 = 3'd1,
                S2 = 3'd2,
                S3 = 3'd3,
                S4 = 3'd4;
    localparam  IDLE    = 2'b00,
                RUNNING = 2'b01,
                PAUSED  = 2'b11;
    reg [1:0] current_state, next_state;
    always @(posedge clk or negedge rst) begin
        if (!rst) begin
            current_state <= IDLE;
        end else begin
            current_state <= next_state;
        end
    end
    always @(*) begin
        next_state = current_state;
        case (current_state)
            IDLE: begin
                if (key_val == S2) begin
                    next_state = RUNNING;
                end else begin
                    next_state = IDLE;
                end
            end
            RUNNING: begin
                if (key_val == S2 ||
                    (data[6:0] == 7'd99 && data[12:7] == 6'd59 && data[20:14] == 7'd99)) begin
                    next_state = PAUSED;
                end else begin
                    next_state = RUNNING;
                end
            end
            PAUSED: begin
                if (key_val == S2) begin
                    next_state = RUNNING;
                end else if (key_val == S3) begin
                    next_state = IDLE;
                end else begin
                    next_state = PAUSED;
                end
            end
            default: begin ; end
        endcase
    end
    reg [18:0] cnt;
    localparam CNT_MAX = 19'd499_999;  
    always @(posedge clk or negedge rst) begin
        if (!rst) begin
            data <= 21'd0;
            cnt <= 19'd0;
        end else begin
            case (current_state)
                IDLE: begin
                    data <= 21'd0;
                    cnt <= 19'd0;
                end
                RUNNING: begin
                    if (cnt == CNT_MAX) begin
                        cnt <= 19'd0;
                        if (data[6:0] == 7'd99) begin
                            data[6:0] <= 7'd0;
                            if (data[12:7] == 6'd59) begin
                                data[12:7] <= 6'd0;
                                data[20:14] <= data[20:14] + 1'b1;
                            end else begin
                                data[12:7] = data[12:7] + 1'b1;
                            end
                        end else begin
                            data[6:0] <= data[6:0] + 1'b1;
                        end
                    end else begin
                        cnt <= cnt + 1'b1;
                    end
                end
                PAUSED: begin
                end
                default: begin ; end
            endcase
        end
    end
endmodule
module timer (
    input clk, rst,
    input [2:0] key_val,
    output reg [20:0] data,
    output reg [2:0] led,
    output buz
);
    localparam  S1 = 3'd1,
                S2 = 3'd2,
                S3 = 3'd3,
                S4 = 3'd4;
    reg en_blink;
    wire led_blink;
    blink u_blink(
        .clk(clk),
        .rst(rst),
        .en(en_blink),
        .led(led_blink)
    );
    reg en_buz;
    reg [25:0] cnt_buz;
    reg [2:0] cnt_repeat;
    localparam REPEATS_MAX = 3'd5;
    buzz u_buzz(
        .clk(clk),
        .rst(rst),
        .en(en_buz),
        .buz(buz)
    );
    localparam  SETTING = 2'b00,
                RUNNING = 2'b01,
                PAUSED = 2'b11,
                TIMEUP = 2'b10;
    reg [1:0] current_state, next_state;
    always @(posedge clk or negedge rst) begin
        if (!rst) begin
            current_state <= SETTING;
        end else begin
            current_state <= next_state;
        end
    end
    always @(*) begin
        next_state = current_state;
        case (current_state)
            SETTING: begin
                if (key_val == S4) begin
                    next_state = RUNNING;
                end else begin
                    next_state = SETTING;
                end
            end
            RUNNING: begin
                if (data == 21'd0) begin
                    next_state = TIMEUP;
                end else begin
                    if (key_val == S4) begin
                        next_state = PAUSED;
                    end else if (key_val == S3) begin
                        next_state = SETTING;
                    end else begin
                        next_state = RUNNING;
                    end
                end
            end
            PAUSED: begin
                if (key_val == S4) begin
                    next_state = RUNNING;
                end else if (key_val == S3) begin
                    next_state = SETTING;
                end else begin
                    next_state = PAUSED;
                end
            end
            TIMEUP: begin
                if (key_val == S4) begin
                    next_state = SETTING;
                end else begin
                    next_state = TIMEUP;
                end
            end
            default: begin ; end
        endcase
    end
    reg [20:0] data_tmp;
    reg [25:0] cnt;
    localparam CNT_MAX = 26'd49_999_999;  
    reg [1:0] choice;
    localparam  SEC     = 2'b00,
                MIN     = 2'b01,
                HOUR    = 2'b11;
    always @(posedge clk or negedge rst) begin
        if (!rst) begin
            data <= 21'd0;
            cnt <= 26'd0;
            data_tmp <= 21'd0;
        end else begin
            case (current_state)
                SETTING: begin
                    cnt <= 26'd0;
                    data <= data_tmp;
                    if (key_val == S3) begin
                        case (choice)
                            SEC: begin
                                data[5:0] <= (data[5:0] == 6'd59) ? 6'd0 : (data[5:0] + 1'b1);
                                data_tmp[5:0] <= (data[5:0] == 6'd59) ? 6'd0 : (data[5:0] + 1'b1);
                            end
                            MIN: begin
                                data[12:7] <= (data[12:7] == 6'd59) ? 6'd0 : (data[12:7] + 1'b1);
                                data_tmp[12:7] <= (data[12:7] == 6'd59) ? 6'd0 : (data[12:7] + 1'b1);
                            end
                            HOUR: begin
                                data[18:14] <= (data[18:14] == 5'd23) ? 5'd0 : (data[18:14] + 1'b1);
                                data_tmp[18:14] <= (data[18:14] == 5'd23) ? 5'd0 : (data[18:14] + 1'b1);
                            end
                            default: begin ; end
                        endcase
                    end
                end
                RUNNING: begin
                    if (cnt == CNT_MAX) begin
                        cnt <= 26'd0;
                        if (data[5:0] == 6'd0) begin
                            data[5:0] <= 6'd59;
                            if (data[12:7] == 6'd0) begin
                                data[12:7] <= 6'd59;
                                data[18:14] <= data[18:14] - 1'b1;
                            end else begin
                                data[12:7] <= data[12:7] - 1'b1;
                            end
                        end else begin
                            data[5:0] <= data[5:0] - 1'b1;
                        end
                    end else begin
                        cnt <= cnt + 1'b1;
                    end
                end
                PAUSED: begin
                end
                TIMEUP: begin
                end
                default: begin ; end
            endcase
        end
    end
    always @(posedge clk or negedge rst) begin
        if (!rst) begin
            choice <= SEC;
        end else begin
            case (current_state)
                SETTING: begin
                    if (key_val == S2) begin
                        case (choice)
                            SEC: begin choice <= MIN; end
                            MIN: begin choice <= HOUR; end
                            HOUR: begin choice <= SEC; end
                            default: begin ; end
                        endcase
                    end
                end
                RUNNING: begin
                    choice <= SEC;
                end
                PAUSED: begin
                end
                TIMEUP: begin
                end
                default: begin ; end
            endcase
        end
    end
    always @(*) begin
        led = 3'b111;
        en_blink = 1'b0;
        case (current_state)
            SETTING: begin
                case (choice)
                    SEC: begin led = 3'b110; end
                    MIN: begin led = 3'b101; end
                    HOUR: begin led = 3'b011; end
                    default: begin ; end
                endcase
            end
            RUNNING: begin
                led = 3'b111;
            end
            PAUSED: begin
            end
            TIMEUP: begin
                en_blink = 1'b1;
                led = {2'b11, led_blink};
            end
            default: begin ; end
        endcase
    end
    always @(posedge clk or negedge rst) begin
        if (!rst) begin
            en_buz <= 1'b0;
            cnt_buz <= 26'd0;
            cnt_repeat <= 3'd0;
        end else begin
            case (current_state)
                SETTING: begin
                    en_buz <= 1'b0;
                    cnt_buz <= 26'd0;
                    cnt_repeat <= 3'd0;
                end
                RUNNING: begin
                end
                PAUSED: begin
                end
                TIMEUP: begin
                    if (cnt_repeat < REPEATS_MAX) begin
                        if (cnt_buz <= (CNT_MAX >> 1'b1)) begin
                            en_buz <= 1'b1;
                            cnt_buz <= cnt_buz + 1'b1;
                        end else if (cnt_buz < CNT_MAX) begin
                            en_buz <= 1'b0;
                            cnt_buz <= cnt_buz + 1'b1;
                        end else begin
                            cnt_buz <= 26'd0;
                            cnt_repeat <= cnt_repeat + 1'b1;
                        end
                    end else begin
                        en_buz <= 1'b0;
                    end
                end
                default: begin ; end
            endcase
        end
    end
endmodule
module top(
    input clk, rst,
    input [3:0] key_in,
    output [6:0] seg,
    output [7:0] sel,
    output reg [2:0] led, sel_led,
    output buz
);
    wire [2:0] key_val;
    localparam  S1 = 3'd1,
                S2 = 3'd2,
                S3 = 3'd3,
                S4 = 3'd4;
    key u_key(
        .clk(clk),
        .rst(rst),
        .key_in(key_in),
        .key_val(key_val)
    );
    reg [20:0] data_to_show;
    seg u_seg(
        .clk(clk),
        .rst(rst),
        .seg(seg),
        .sel(sel),
        .data(data_to_show)
    );
    wire [20:0] data_clock, data_stopwatch, data_timer;
    wire [2:0] led_clock, led_timer;
    wire [2:0] key_val_clock, key_val_stopwatch, key_val_timer;
    reg [1:0] current_state, next_state;
    localparam  CLOCK       = 2'b00,
                STOPWATCH   = 2'b01,
                TIMER       = 2'b11;
    assign key_val_clock = (current_state == CLOCK) ? key_val : 3'd0;
    assign key_val_stopwatch = (current_state == STOPWATCH) ? key_val : 3'd0;
    assign key_val_timer = (current_state == TIMER) ? key_val : 3'd0;
    clock u_clock (
        .clk(clk),
        .rst(rst),
        .key_val(key_val_clock),
        .data(data_clock),
        .led(led_clock)
    );
    stopwatch u_stopwatch (
        .clk(clk),
        .rst(rst),
        .key_val(key_val_stopwatch),
        .data(data_stopwatch)
    );
    timer u_timer (
        .clk(clk),
        .rst(rst),
        .key_val(key_val_timer),
        .data(data_timer),
        .led(led_timer),
        .buz(buz)
    );
    always @(posedge clk or negedge rst) begin
        if (!rst) begin
            current_state <= CLOCK;
        end else begin
            current_state <= next_state;
        end
    end
    always @(*) begin
        next_state = current_state;
        case (current_state)
            CLOCK: begin
                if (key_val == S1) begin
                    next_state = STOPWATCH;
                end else begin
                    next_state = CLOCK;
                end
            end
            STOPWATCH: begin
                if (key_val == S1) begin
                    next_state = TIMER;
                end else begin
                    next_state = STOPWATCH;
                end
            end
            TIMER: begin
                if (key_val == S1) begin
                    next_state = CLOCK;
                end else begin
                    next_state = TIMER;
                end
            end
            default: begin ; end
        endcase
    end
    always @(*) begin
        led = 3'b111;
        data_to_show = 20'd0;
        sel_led = 3'b111;
        case (current_state)
            CLOCK: begin
                led = 3'b110;
                data_to_show = data_clock;
                sel_led = led_clock;
            end
            STOPWATCH: begin
                led = 3'b101;
                data_to_show = data_stopwatch;
                sel_led = 3'b111;
            end
            TIMER: begin
                led = 3'b011;
                data_to_show = data_timer;
                sel_led = led_timer;
            end
            default: begin ; end
        endcase
    end
endmodule
</file>
<file path="flow/run.sh">
#!/bin/bash
# OpenROAD 26Q1-2900-gdf79404cd8, Yosys 0.63+post, stock flow scripts
make -C /OpenROAD-flow-scripts/flow DESIGN_CONFIG=/design/flow/config.mk WORK_HOME=/design/flow/orfs finish
</file>
<file path="flow/config.mk">
export PLATFORM = sky130hd
export DESIGN_NAME = top
export DESIGN_NICKNAME = top
export VERILOG_FILES = /design/flow/design.v
export SDC_FILE = /design/flow/constraint.sdc
export NUM_CORES = 4
export LEC_CHECK = 1
export CORE_UTILIZATION = 40
</file>
==> flow_summary.yaml <==
# yosys + openroad results
status:
  outcome: "finished clean"
global_routing:
  antenna_found_initial: 0
  gr-usage-all-layers_pct: 18.4
  grt_remaining_overflow: 0
  grt_pass1_vias: 12100
  grt_pass1_wl_um: 60700
  grt_max_degree: 112
sta:
  hold_viol_final: 0
  slew_headroom_pct: 41.6
  setup_ws_ns: 0.614
  rsz0062_at_grt: "no"
  fin_crit_ns: 6.99
  fmaxAchievable_mhz: 143
  worst_slew_pin_slew_ns: 0.870
  finalCritPeriodShare_pct: 91.9
  maxSlewViolCount: 0
  tns_ns: 0
  skew_ns: 0.0138
  finalSetupViolCount: 0
job:
  cap_viol_max_count: 0
  tool_warnings: 44
critical_path:
  max_stage_delay_ns: 0.71
  path_common_cell: "o21ai_0"
  path_delay_family: "AND-OR/OR-AND gates"
  path_buffers: 1
  end_kind: "output pin"
  critical_path_class: "reg2out"
  worst-r2r-setup-slack_ns: 4.41
  crit_chain: "a222oi_1 > nor2_1 > nor4_4 > nand2_1 > o21ai_0 > o21ai_0 > ha_1 > o21ai_0 > a21oi_1 > a21o_1 > a22oi_1 > o22ai_1 > nand2b_1 > a31oi_4 > ha_1 > o211a_1 > a211oi_1 > clkdlybuf4s50_1"
  crit_arrival_ns: 5.47
  rr_startpoint: "u_key.cnt[5]$_DFFE_PN0P_"
  worstPathRequired_ns: 6.08
  cpMaxStageDelayCell: "a222oi_1"
  reg2reg_to: "u_key.cnt[15]$_DFFE_PN0P_"
  reg2regPathDepth: 9
  crit_path_end: "seg[3]"
  path_max_fanout: 26
  crit_path_start_kind: "flip-flop"
  cp_num_cells: 18
logic_synthesis:
  synthFlopType: "dfrtp_1"
  synth.cell_area_sq_um: 15900
  seq_area_frac_synth_pct: 44.3
  post-synth-top-area-fraction_pct: 42.2
  synth_flops: 281
  netlist_top_cells_area: "dfrtp_1 42%, nor2_1 4.9%, nand2_1 4.9%, o21ai_0 4.6%, xor2_1 4.5%"
  yosys_warnings: 8
  yosys_area_sq_um: 15900
  yosys_cells: 1781
  postSynth.asyncResetShare_pct: 100
  synth-edff-count: 0
  avgSynthCellArea_sq_um: 8.92
  yosysTopAreaCell: "dfrtp_1"
  yosysUniqueCellTypes: 96
  synthCells: 1781
worst_hold_path:
  hold_path_class: "reg2reg"
  hold_start: "u_seg.cnt[0]$_DFF_PN0_"
clock_network:
  cts-root-buf: "clkbuf_16"
  cts_buffer_depth: 3
  cts_inserted_buffers: 35
  h-tree-depth: 2
  clkLatencyLatePin_ns: 0.54
  cts_sinks: 281
  cts_setup_buffers: 0
  clk_pin_slew_ns: 0.07
  cts_tree: "yes"
floorplanning:
  die-area_sq_um: 40500
  rows: 72
  die_h_um: 201
  core_sq_um: 38900
  die_w_um: 201
  ios: 28
  initCoreUtil_pct: 40.8
pwr:
  combPwrFrac_pct: 2.2
  power_switching_mw: 0.736
  pwr-share-seq_pct: 45.8
  power_leakage_nw: 7.76
  pwr-share-clk_pct: 52.1
  total_power_mw: 3.37
  swShare_pct: 21.9
  powerDensity_nw_per_um2: 188
  vdd_drop_max_v: 0.000171
  p_int_mw: 2.63
route:
  num_vias: 12900
  drcViolationCount: 0
  num_antenna_cells: 0
  dr.pass1.iters: 7
  vias_per_cell: 5.51
  post_drt_wl_per_cell_um: 15.2
  antenna_left: 0
  drt_wl_total_um: 35400
  drt_iter0_drc: 831
placement:
  place_hpwl_um: 23500
  place_congestion: 0.892
  io_buffers: 27
  post-place-ws_ns: 1.08
finish:
  n_fill_cell: 3616
  utilization_pct: 46.0
  mostFrequentLayoutCells: "268 x dfrtp_1, 209 x nor2_1, 206 x nand2_1"
  layout_top_cell: "dfrtp_1"
  syn2layout_area_growth_pct: 12.5
  drive_above_1_share_pct: 7.70
## power by group through the flow
stage	registers, mW	logic (mW)	clock network, mW
finish	1.54	0.0733	1.75
global route	1.54	0.0874	1.87
CTS	1.54	0.0764	1.81
## worst reg2reg max path, delay by kind of cell (launching register included)
family / cells / cell delay, ns
AOI/OAI and AO/OA: 1 / 0.38
xor gates and xnor gates: 1 / 0.17
DFF: 1 / 0.43
and+or+nand+nor: 7 / 2.08
## state kept, by name, indices dropped and copies added, names as in the netlist, 17 cells and up, named ones only
signal               count
u_key.cnt               19
u_clock.cnt             26
u_timer.u_blink.cnt     26
u_clock.data            17
u_timer.data_tmp        17
u_timer.cnt_buz         26
u_timer.data            17
u_stopwatch.cnt         19
u_timer.cnt             26
u_stopwatch.data        20
## metal layers
layer	global-route usage, %	vias up	share of wire [%]
li1	-	6393	-
met1	30.1	6189	50
met2	25.8	251	42
met3	4.32	45	5.8
met4	3.44	0	2.0
met5	0	-	0
## final cells by class
cell class,count,area (sq um),share of cell area (%)
clock inverters,14,210,1.18
multi-input cells,1379,8340,46.6
clock buffers,50,1030,5.77
inverters,51,191,1.07
repair buffers,44,415,2.32
flip-flops and latches,281,7050,39.4
well taps,518,648,3.62
## synthesized netlist by cell type (all sizes together), types with 4 or more instances
master   instances
o211a            4
a221oi           6
xnor2           45
o41ai            8
a22oi            4
clkbuf          55
dfrtp          268
nor2           210
mux2            13
o31ai           18
a21o            13
and3            65
a21oi           81
a211oi          11
o211ai          10
or2             10
a311oi           4
nor2b           17
nor3            21
xor2            81
mux2i            6
a31oi           29
o21ai          150
nand2          207
or3             14
nand2b          22
nand3b           9
and2            24
o22a             5
a222oi          14
nand3          103
dfstp           13
a211o            4
nor4            17
nand4           32
inv             50
a22o            13
o22ai           10
ha              40
o2bb2ai          4
nor3b            5
nor4b            6
buf             15
## repair_timing
| item | 4_1_cts | 5_1_grt |
|---|---|---|
| resized | 0 | 1 |
| endpoints found under the setup margin | 0 | 2 |
| hold buffers | 0 | 0 |
## kinds of logic (layout without fill, tap and decap cells)
group | Yosys count | in the layout | synth area share [%]
AND/OR/NAND/NOR | 779 | 779 | 23.9
AND-OR/OR-AND | 415 | 415 | 17.1
flip-flops | 281 | 281 | 44.3
XOR/XNOR | 126 | 126 | 6.94
buffers and inverters | 121 | 159 | 3.23
adder cells (fa/ha/maj) | 40 | 40 | 3.15
multiplexers | 19 | 19 | 1.35
## how the worst min path moves through the flow
stage,to,slack [ns],cells past startpoint
after global routing,u_seg.cnt[0]$_DFF_PN0_,0.49,1
after CTS,u_seg.cnt[0]$_DFF_PN0_,0.47,1
final,u_seg.cnt[0]$_DFF_PN0_,0.47,1
## metrics by stage
stage          area (sq um)  std cells  hold WS [ns]
6_report              17900       2337         0.469
3_5_place_dp          16600       2273         0.452
3_3_place_gp          16600       2273         0.440
5_1_grt               17900       2337         0.485
2_1_floorplan         15900       1781         0.425
4_1_cts               17900       2337         0.469
Power figures rest on the tool's default switching activity, not on a simulated workload.
